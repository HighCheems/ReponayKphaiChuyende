==> flow/design.v <==
module AVGPOOL_kernel_size_7_2D #(
parameter IMG_Width=7, 
parameter IMG_Height=7, 
parameter Datawidth=16, 
parameter Clock_Valid=IMG_Width*3+4, 
parameter Stride=1,
parameter ReLU=1)
(
	In,
	CLK,CLR,
	Valid_IN,
	Valid_OUT,
	Out
);
input wire [Datawidth-1:0] In;
input wire CLK,CLR;
input wire Valid_IN;
output reg Valid_OUT;
output reg  [Datawidth-1:0] Out;
	localparam delay=3;
	reg 	[Datawidth-1:0] hang,cot;
	wire [Datawidth-1:0] 			R00,R01,R02,R03,R04,R05,R06,
											R10,R11,R12,R13,R14,R15,R16,
											R20,R21,R22,R23,R24,R25,R26,
											R30,R31,R32,R33,R34,R35,R36,
											R40,R41,R42,R43,R44,R45,R46,
											R50,R51,R52,R53,R54,R55,R56,
											R60,R61,R62,R63,R64,R65,R66;
	wire right_position;
	wire [Datawidth-1:0] result;
Line_Buffer_Kernel_7 #(.IMG_Width(IMG_Width),.Datawidth(Datawidth),.Clock_Valid(Clock_Valid)) Main_line
(
	.R00(R00),.R01(R01),.R02(R02),.R03(R03),.R04(R04),.R05(R05),.R06(R06),
	.R10(R10),.R11(R11),.R12(R12),.R13(R13),.R14(R14),.R15(R15),.R16(R16),
	.R20(R20),.R21(R21),.R22(R22),.R23(R23),.R24(R24),.R25(R25),.R26(R26),
	.R30(R30),.R31(R31),.R32(R32),.R33(R33),.R34(R34),.R35(R35),.R36(R36),
	.R40(R40),.R41(R41),.R42(R42),.R43(R43),.R44(R44),.R45(R45),.R46(R46),
	.R50(R50),.R51(R51),.R52(R52),.R53(R53),.R54(R54),.R55(R55),.R56(R56),
	.R60(R60),.R61(R61),.R62(R62),.R63(R63),.R64(R64),.R65(R65),.R66(R66),
	.Valid_OUT(right_position),
	.In(In),
	.Valid_IN(Valid_IN), .CLK(CLK), .CLR(CLR)
);
always @(posedge CLK) begin
	if(CLR) begin  
		hang<='b0;
		cot<='b0;
		Valid_OUT<=1'd0;
	end
	else begin
		if(right_position==1'd1) begin  
			cot<=cot+'d1;
			Out<=_result;
		end
		if(cot==IMG_Width-1) begin  
			cot<='b0;
			hang<=hang+'d1;
		end
		if(right_position==1'd1 && cot<IMG_Width && hang<IMG_Height && (cot % Stride ==0) && (hang % Stride ==0)) begin  
			Valid_OUT<=1'd1;
		end
		else begin
			Valid_OUT<=1'd0;
		end
	end
end
wire [Datawidth-1:0] P0,P1,P2,P3,P4,P5,P6,P7,P8,P9,P10,P11,P12,P13,P14,P15,P16,P17,P18,P19,P20,P21,P22,P23,P24,P25,P26,P27,P28,P29,P30,P31,
						P32,P33,P34,P35,P36,P37,P38,P39,P40,P41,P42,P43,P44,P45,P46,P47,P48;
assign P0=	(cot==0|cot==1|cot==2|											hang==0|hang==1|hang==2) ? 'b0 : R00;
assign P1=	(cot==0|cot==1|													hang==0|hang==1|hang==2) ? 'b0 : R01;
assign P2=	(cot==0|																hang==0|hang==1|hang==2) ? 'b0 : R02;
assign P3=	(																		hang==0|hang==1|hang==2) ? 'b0 : R03;
assign P4=	(cot==IMG_Width-1|												hang==0|hang==1|hang==2) ? 'b0 : R04;
assign P5=	(cot==IMG_Width-1|cot==IMG_Width-2|							hang==0|hang==1|hang==2) ? 'b0 : R05;
assign P6=	(cot==IMG_Width-1|cot==IMG_Width-2|cot==IMG_Width-3|	hang==0|hang==1|hang==2) ? 'b0 : R06;
assign P7=	(cot==0|cot==1|cot==2|											hang==0|hang==1) ? 'b0 : R10;
assign P8=	(cot==0|cot==1|													hang==0|hang==1) ? 'b0 : R11;
assign P9=	(cot==0|																hang==0|hang==1) ? 'b0 : R12;
assign P10=	(																		hang==0|hang==1) ? 'b0 : R13;
assign P11=	(cot==IMG_Width-1|												hang==0|hang==1) ? 'b0 : R14;
assign P12=	(cot==IMG_Width-1|cot==IMG_Width-2|							hang==0|hang==1) ? 'b0 : R15;
assign P13=	(cot==IMG_Width-1|cot==IMG_Width-2|cot==IMG_Width-3|	hang==0|hang==1) ? 'b0 : R16;
assign P14=	(cot==0|cot==1|cot==2|											hang==0) ? 0 : R20;
assign P15=	(cot==0|cot==1|													hang==0) ? 0 : R21;
assign P16=	(cot==0|																hang==0) ? 0 : R22;
assign P17=	(																		hang==0) ? 0 : R23;
assign P18=	(cot==IMG_Width-1|												hang==0) ? 0 : R24;
assign P19=	(cot==IMG_Width-1|cot==IMG_Width-2|							hang==0) ? 0 : R25;
assign P20=	(cot==IMG_Width-1|cot==IMG_Width-2|cot==IMG_Width-3|	hang==0) ? 0 : R26;
assign P21=	(cot==0|cot==1|cot==2											) ? 0 : R30;
assign P22=	(cot==0|cot==1														) ? 0 : R31;
assign P23=	(cot==0																) ? 0 : R32;
assign P24=																					  R33;
assign P25=	(cot==IMG_Width-1													) ? 0 : R34;
assign P26=	(cot==IMG_Width-1|cot==IMG_Width-2							) ? 0 : R35;
assign P27=	(cot==IMG_Width-1|cot==IMG_Width-2|cot==IMG_Width-3	) ? 0 : R36;
assign P28=(cot==0|cot==1|cot==2|											hang==IMG_Height-1) ? 0 : R40;
assign P29=(cot==0|cot==1|														hang==IMG_Height-1) ? 0 : R41;
assign P30=(cot==0|																hang==IMG_Height-1) ? 0 : R42;
assign P31=(																		hang==IMG_Height-1) ? 0 : R43;
assign P32=(cot==IMG_Width-1|													hang==IMG_Height-1) ? 0 : R44;
assign P33=(cot==IMG_Width-1|cot==IMG_Width-2|							hang==IMG_Height-1) ? 0 : R45;
assign P34=(cot==IMG_Width-1|cot==IMG_Width-2|cot==IMG_Width-3|	hang==IMG_Height-1) ? 0 : R46;
assign P35=(cot==0|cot==1|cot==2|											hang==IMG_Height-1|hang==IMG_Height-2) ? 0 : R50;
assign P36=(cot==0|cot==1|														hang==IMG_Height-1|hang==IMG_Height-2) ? 0 : R51;
assign P37=(cot==0|																hang==IMG_Height-1|hang==IMG_Height-2) ? 0 : R52;
assign P38=(																		hang==IMG_Height-1|hang==IMG_Height-2) ? 0 : R53;
assign P39=(cot==IMG_Width-1|													hang==IMG_Height-1|hang==IMG_Height-2) ? 0 : R54;
assign P40=(cot==IMG_Width-1|cot==IMG_Width-2|							hang==IMG_Height-1|hang==IMG_Height-2) ? 0 : R55;
assign P41=(cot==IMG_Width-1|cot==IMG_Width-2|cot==IMG_Width-3|	hang==IMG_Height-1|hang==IMG_Height-2) ? 0 : R56;
assign P42=(cot==0|cot==1|cot==2|											hang==IMG_Height-1|hang==IMG_Height-2|hang==IMG_Height-3) ? 0 : R60;
assign P43=(cot==0|cot==1|														hang==IMG_Height-1|hang==IMG_Height-2|hang==IMG_Height-3) ? 0 : R61;
assign P44=(cot==0|																hang==IMG_Height-1|hang==IMG_Height-2|hang==IMG_Height-3) ? 0 : R62;
assign P45=(																		hang==IMG_Height-1|hang==IMG_Height-2|hang==IMG_Height-3) ? 0 : R63;
assign P46=(cot==IMG_Width-1|													hang==IMG_Height-1|hang==IMG_Height-2|hang==IMG_Height-3) ? 0 : R64;
assign P47=(cot==IMG_Width-1|cot==IMG_Width-2|							hang==IMG_Height-1|hang==IMG_Height-2|hang==IMG_Height-3) ? 0 : R65;
assign P48=(cot==IMG_Width-1|cot==IMG_Width-2|cot==IMG_Width-3|	hang==IMG_Height-1|hang==IMG_Height-2|hang==IMG_Height-3) ? 0 : R66;
assign result = (P0 + P1 + P2 + P3 + P4 + P5 + P6 + P7 + P8 
					+ P9 + P10 + P11 + P12 + P13 + P14 + P15 + P16 
					+ P17 + P18 + P19 + P20 + P21 + P22 + P23 + P24 
					+ P25 + P26 + P27 + P28 + P29 + P30 + P31 + P32 
					+ P33 + P34 + P35 + P36 + P37 + P38 + P39 + P40 
					+ P41 + P42 + P43 + P44 + P45 + P46 + P47 + P48) / 'd49;
wire [Datawidth-1:0] _result;
assign _result = (ReLU==1) ? ((result[Datawidth-1] == 1'd0) ? result : 0) : result;
endmodule
module Line_Buffer_7 #(parameter IMG_Width=224, parameter Datawidth=8)
	(
	output wire [Datawidth-1:0] Out0,Out1,Out2,Out3,Out4,Out5,Out6,
	input wire [Datawidth-1:0] In,
	input wire CLK, CLR, WE
	);
	wire [Datawidth-1:0] Buffer [0:IMG_Width-1];
	assign Out0=Buffer[IMG_Width-1];
	assign Out1=Buffer[IMG_Width-2];
	assign Out2=Buffer[IMG_Width-3];
	assign Out3=Buffer[IMG_Width-4];
	assign Out4=Buffer[IMG_Width-5];	
	assign Out5=Buffer[IMG_Width-6];	
	assign Out6=Buffer[IMG_Width-7];		
	genvar i;
	generate
		for(i=0; i<IMG_Width; i=i+1) begin : buffer_line_gen
			if(i==0) begin
			REG #(Datawidth) RERE(.CLK(CLK),.CLR(CLR),.DATA(In),.WE(WE),.DATA_OUT(Buffer[i]));
			end else begin
			REG #(Datawidth) RERE(.CLK(CLK),.CLR(CLR),.DATA(Buffer[i-1]),.WE(WE),.DATA_OUT(Buffer[i]));
			end
		end
	endgenerate
endmodule
module Line_Buffer_Kernel_7 #(parameter IMG_Width=8, parameter Datawidth=8, parameter Clock_Valid=IMG_Width*3+4)
(
	output wire [Datawidth-1:0] 	R00,R01,R02,R03,R04,R05,R06,
											R10,R11,R12,R13,R14,R15,R16,
											R20,R21,R22,R23,R24,R25,R26,
											R30,R31,R32,R33,R34,R35,R36,
											R40,R41,R42,R43,R44,R45,R46,
											R50,R51,R52,R53,R54,R55,R56,
											R60,R61,R62,R63,R64,R65,R66,
	output wire Valid_OUT,
	input wire [Datawidth-1:0] In,
	input wire Valid_IN, CLK, CLR
);
		REG #(Datawidth) RR66
	(
	.CLK(CLK),
	.CLR(CLR),
	.DATA(In),
	.WE(Valid_IN),
	.DATA_OUT(R66)
	);
	REG #(Datawidth) RR65
	(
	.CLK(CLK),
	.CLR(CLR),
	.DATA(R66),
	.WE(Valid_IN),
	.DATA_OUT(R65)
	);	
	REG #(Datawidth) RR64
	(
	.CLK(CLK),
	.CLR(CLR),
	.DATA(R65),
	.WE(Valid_IN),
	.DATA_OUT(R64)
	);
	REG #(Datawidth) RR63
	(
	.CLK(CLK),
	.CLR(CLR),
	.DATA(R64),
	.WE(Valid_IN),
	.DATA_OUT(R63)
	);
	REG #(Datawidth) RR62
	(
	.CLK(CLK),
	.CLR(CLR),
	.DATA(R63),
	.WE(Valid_IN),
	.DATA_OUT(R62)
	);	
	REG #(Datawidth) RR61
	(
	.CLK(CLK),
	.CLR(CLR),
	.DATA(R62),
	.WE(Valid_IN),
	.DATA_OUT(R61)
	);
	REG #(Datawidth) RR60
	(
	.CLK(CLK),
	.CLR(CLR),
	.DATA(R61),
	.WE(Valid_IN),
	.DATA_OUT(R60)
	);	
	Line_Buffer_7 #(.IMG_Width(IMG_Width), .Datawidth(Datawidth)) Line2
	(
	.Out0(R50),.Out1(R51),.Out2(R52),.Out3(R53),.Out4(R54),.Out5(R55),.Out6(R56),
	.In(R60),
	.CLK(CLK), .CLR(CLR), .WE(Valid_IN)
	);
	Line_Buffer_7 #(.IMG_Width(IMG_Width), .Datawidth(Datawidth)) Line3
	(
	.Out0(R40),.Out1(R41),.Out2(R42),.Out3(R43),.Out4(R44),.Out5(R45),.Out6(R46),
	.In(R50),
	.CLK(CLK), .CLR(CLR), .WE(Valid_IN)
	);
	Line_Buffer_7 #(.IMG_Width(IMG_Width), .Datawidth(Datawidth)) Line4
	(
	.Out0(R30),.Out1(R31),.Out2(R32),.Out3(R33),.Out4(R34),.Out5(R35),.Out6(R36),
	.In(R40),
	.CLK(CLK), .CLR(CLR), .WE(Valid_IN)
	);
	Line_Buffer_7 #(.IMG_Width(IMG_Width), .Datawidth(Datawidth)) Line5
	(
	.Out0(R20),.Out1(R21),.Out2(R22),.Out3(R23),.Out4(R24),.Out5(R25),.Out6(R26),
	.In(R30),
	.CLK(CLK), .CLR(CLR), .WE(Valid_IN)
	);	
	Line_Buffer_7 #(.IMG_Width(IMG_Width), .Datawidth(Datawidth)) Line6
	(
	.Out0(R10),.Out1(R11),.Out2(R12),.Out3(R13),.Out4(R14),.Out5(R15),.Out6(R16),
	.In(R20),
	.CLK(CLK), .CLR(CLR), .WE(Valid_IN)
	);
	Line_Buffer_7 #(.IMG_Width(IMG_Width), .Datawidth(Datawidth)) Line7
	(
	.Out0(R00),.Out1(R01),.Out2(R02),.Out3(R03),.Out4(R04),.Out5(R05),.Out6(R06),
	.In(R10),
	.CLK(CLK), .CLR(CLR), .WE(Valid_IN)
	);
	ValidInOut #(.n(Clock_Valid)) rere
	(
	.CLK(CLK),.CLR(CLR),.Valid_IN(Valid_IN),
	.Valid_OUT(Valid_OUT)
	);
endmodule
module REG #(parameter Datawidth=8)
	(input CLK,
	input CLR,
	input [Datawidth-1:0] DATA,
	input WE,
	output reg [Datawidth-1:0] DATA_OUT);
	always @ (posedge CLK) begin
			if(CLR) begin
				DATA_OUT <= 0;
			end else if (WE) begin
				DATA_OUT <= DATA;
			end
	end
endmodule
module Transfer #(parameter n=12, parameter Datawidth=8)
		(
		input wire CLK,CLR,WE,
		input wire [Datawidth-1:0] In,
		output wire [Datawidth-1:0] Out
		);
	wire [Datawidth-1:0] save [0 : n-1];
	assign Out=save[n-1];
	genvar i;
	generate
		for(i=0; i<n; i=i+1) begin : transfer_block
			if(i==0) begin
			REG #(Datawidth) RERE(.CLK(CLK),.CLR(CLR),.DATA(In),.WE(WE),.DATA_OUT(save[i]));
			end else begin
			REG #(Datawidth) RERE(.CLK(CLK),.CLR(CLR),.DATA(save[i-1]),.WE(WE),.DATA_OUT(save[i]));
			end
		end
	endgenerate
endmodule
module ValidInOut #(parameter n=12)
		(
		input wire CLK,CLR,Valid_IN,
		output wire Valid_OUT
		);
		Transfer #(.n(n),.Datawidth(1)) Trans
		(
		.CLK(CLK),.CLR(CLR),.WE(Valid_IN),
		.In(Valid_IN),
		.Out(Valid_OUT)
		);
endmodule
==> flow/run.sh <==
#!/bin/bash
# OpenROAD 26Q1-2900-gdf79404cd8, Yosys 0.63+post, stock flow scripts
make -C /OpenROAD-flow-scripts/flow DESIGN_CONFIG=/design/flow/config.mk WORK_HOME=/design/flow/orfs finish
==> flow/config.mk <==
export PLATFORM = sky130hd
export DESIGN_NAME = AVGPOOL_kernel_size_7_2D
export DESIGN_NICKNAME = AVGPOOL_kernel_size_7_2D
export VERILOG_FILES = /design/flow/design.v
export SDC_FILE = /design/flow/constraint.sdc
export NUM_CORES = 4
export LEC_CHECK = 1
export CORE_UTILIZATION = 40
==> flow/constraint.sdc <==
current_design AVGPOOL_kernel_size_7_2D

set clk_period 28.5
set clk_io_pct 0.2

create_clock -name clk0 -period $clk_period [get_ports {CLK}]

set non_clock_inputs [all_inputs -no_clocks]
set_input_delay [expr $clk_period * $clk_io_pct] -clock clk0 $non_clock_inputs
set_output_delay [expr $clk_period * $clk_io_pct] -clock clk0 [all_outputs]
==> results.json <==
{
  "status": "completed",
  "pin_count_of_the_biggest_net_entering_global_routing": 142,
  "enable_flop_cells": 15,
  "worstSetupEndpointType": "flop",
  "finalHoldViolCount": 0,
  "seq_power_share": 0.310,
  "switchingPower_uw": 1450,
  "power.density_cell_area_nw_per_um2": 62.7,
  "dieWidth_um": 382,
  "io_buffers": 34,
  "max-slew-margin-rel": 0.389,
  "post_cts_resized": 0,
  "yosys_cells": 6069,
  "critPathKind": "flop to flop",
  "clockPowerShare": 0.332,
  "finalWorstSetupSlack_ns": 5.31,
  "share_of_cells_above_drive_strength_1": 0.0521,
  "postRouteAntennaNets": 0,
  "detailroute.via_count": 39743,
  "drt_first_iter_violations": 2072,
  "final_period_minus_worst_setup_slack_ns": 23.19,
  "tightest_slew_ns": 0.916,
  "log.warning_count": 38,
  "synth.distinct_cells": 106,
  "setup_viol": 0,
  "cts_buffers": 98,
  "fp-utilization": 0.403,
  "routed_wirelength_mm": 143,
  "maxClockFrequency_ghz": 0.0431,
  "grt_antenna_before_repair": 2,
  "antenna_cells": 0,
  "syn-instance-count": 6069,
  "power_report.internal_total_uw": 2520,
  "io_pins": 36,
  "cts_hold_buffers": 0,
  "worst_hold_path_type": "flop to flop",
  "detail_route.first_pass.iterations": 6,
  "grt_pass1_vias": 40898,
  "cp_max_fo": 31,
  "dp_hpwl_mm": 106,
  "tns_setup_ns": 0,
  "layout.filler_cells": 13327,
  "placeableCoreArea_um2": 143000,
  "dominantRegCellSynth": "dfxtp_1",
  "gp_congestion": 0.886,
  "syn_avg_cell_area_um2": 9.51,
  "p_comb_frac": 0.358,
  "worstSkewPairLatency_ns": 0.72,
  "cts_root_buf": "clkbuf_16",
  "timing.critical_path.required_ns": 28.95,
  "chip_area_um2": 146000,
  "cap_violations": 0,
  "synthArstFlopShare": 0,
  "worst_ir_drop_vdd_mv": 0.167,
  "cts.htree.levels": 3,
  "cts_tree": "done",
  "hold-worst-slack_ns": 0.473,
  "syn_area_um2": 57700,
  "cts.clk_slew.worst_paths_ns": 0.06,
  "row_count": 139,
  "postSynthRegisterBits": 857,
  "synth-seq-area-share": 0.300,
  "critical-path-max-stage-delay_ns": 0.72,
  "routed_wl_per_cell_um": 17.9,
  "synth.yosys.warnings": 5,
  "clock_sinks": 857,
  "p_sw_frac": 0.365,
  "ys_area_um2": 57700,
  "timing.critical_path.from_type": "flop",
  "postCtsSetupBuffers": 0,
  "clk_path_buf_depth": 3,
  "place_ws_ns": 5.69,
  "worst_path_most_repeated_cell": "fa_1",
  "remaining_drc_errors": 0,
  "avgViaCountPerCell": 4.99,
  "aggregate_global_route_resource_usage": 0.214,
  "cp_slowest_cell": "and3_1",
  "grt_setup_unrepaired": "false",
  "syn_to_final_growth_pct": 9.75,
  "fp.dieH_um": 382,
  "grt_pass1_wl_mm": 233,
  "top_cell_family_by_delay_on_the_critical_path": "simple AND/OR/NAND/NOR gates",
  "cp.buffers_inverters": 10,
  "slew_viol_final": 0,
  "period_used_share": 0.814,
  "global_route.overflow_total": 0,
  "timing.clock.skew_ns": 0.0281,
  "worst-endpoint-arrival_ns": 23.64,
  "leakage_uw": 0.0297
}
-- final cells by class --
type	instances	area, um2	area share
Timing Repair Buffer	112	986	0.0156
Clock buffer	141	2890	0.0456
Clock inverter	38	478	0.00755
Tap cell	1903	2380	0.0376
Multi-Input combinational cell	4174	36500	0.576
Sequential cell	857	17300	0.273
Inverter	743	2790	0.0440
-- through the flow --
step	total power, uW	util	instance area (um2)	instances
finish	3970	0.442	63300	7968
global route	4220	0.442	63300	7968
CTS	4010	0.442	63300	7968
detailed placement	2680	0.418	60000	7789
global placement	2700	0.418	60000	7789
floorplan	2380	-	57700	6069
-- state kept, by name, indices dropped and copies added (netlist names), 25 cells and up --
register and flops:
Main_line.Line2.buffer_line_gen.genblk1.RERE.DATA_OUT 112, Main_line.Line3.buffer_line_gen.genblk1.RERE.DATA_OUT 112, Main_line.Line7.buffer_line_gen.genblk1.RERE.DATA_OUT 112, Main_line.rere.Trans.transfer_block.genblk1.RERE.DATA_OUT 25, Main_line.Line4.buffer_line_gen.genblk1.RERE.DATA_OUT 112, Main_line.Line6.buffer_line_gen.genblk1.RERE.DATA_OUT 112, Main_line.Line5.buffer_line_gen.genblk1.RERE.DATA_OUT 112
-- power by group through the flow --
| stage | clock network (uW) | logic [uW] | registers [uW] |
|---|---|---|---|
| final | 1320 | 1420 | 1230 |
| after global routing | 1400 | 1590 | 1230 |
| after CTS | 1350 | 1430 | 1230 |
-- worst paths after layout --
check / start / to / slack (ns) / depth (start not counted)
setup / recovery: hang[0]$_SDFFE_PP0P_ / Out[0]$_SDFFCE_PN0P_ / 5.31 / 70
hold / removal: flop / flop / 0.47 / 2
setup reg to reg: hang[0]$_SDFFE_PP0P_ / Out[0]$_SDFFCE_PN0P_ / 5.31 / 70
hold reg to reg: flop / flop / 0.47 / 2
-- Yosys cell counts, types with 10 or more instances --
cell type / number / area, um2
a21oi_1: 59 / 295
xor2_1: 36 / 315
clkbuf_1: 217 / 815
dfxtp_1: 842 / 16900
nand2_1: 744 / 2790
o21a_1: 12 / 90.1
mux2i_1: 827 / 8280
o21ai_0: 50 / 250
ha_1: 68 / 851
nand3_1: 54 / 270
nand2b_1: 11 / 68.8
nor4_1: 11 / 68.8
and3_1: 93 / 582
o21ai_1: 18 / 90.1
nor3_1: 33 / 165
nor2b_1: 10 / 62.6
a21o_1: 14 / 105
xnor2_1: 31 / 272
edfxtp_1: 15 / 450
nand4_1: 29 / 181
nor2_1: 930 / 3490
o2111ai_1: 12 / 105
inv_1: 743 / 2790
fa_1: 745 / 14900
a31oi_1: 13 / 81.3
or3_1: 18 / 113
and2_1: 99 / 619
a211oi_1: 18 / 135
buf_1: 62 / 233
o211ai_1: 33 / 248
-- cell usage in the layout (no fill, tap or decap), types with 8 or more instances in the layout --
| cell | netlist | final |
|---|---|---|
| nor2_1 | 930 | 930 |
| nor3_1 | 33 | 25 |
| nand3_1 | 54 | 54 |
| o211ai_1 | 33 | 33 |
| and3_1 | 93 | 93 |
| clkbuf_8 | 0 | 23 |
| o21ai_1 | 18 | 18 |
| nand2b_1 | 11 | 11 |
| nand4_1 | 29 | 29 |
| a211oi_1 | 18 | 18 |
| buf_4 | 6 | 74 |
| nor3_2 | 0 | 8 |
| o2111ai_1 | 12 | 12 |
| fa_1 | 745 | 745 |
| or3_1 | 18 | 18 |
| a31oi_1 | 13 | 13 |
| o31ai_1 | 9 | 9 |
| nand2_1 | 744 | 744 |
| o22ai_1 | 9 | 9 |
| a21o_1 | 14 | 14 |
| o21ai_0 | 50 | 50 |
| clkbuf_16 | 0 | 100 |
| and2_1 | 99 | 100 |
| ha_1 | 68 | 68 |
| dfxtp_1 | 842 | 842 |
| clkinv_2 | 0 | 16 |
| nor4_1 | 11 | 11 |
| edfxtp_1 | 15 | 15 |
| a21oi_1 | 59 | 59 |
| xnor2_1 | 31 | 31 |
| inv_1 | 743 | 743 |
| o21a_1 | 12 | 12 |
| a21boi_0 | 8 | 8 |
| clkbuf_1 | 217 | 18 |
| clkdlybuf4s50_1 | 0 | 32 |
| xor2_1 | 36 | 36 |
| mux2i_1 | 827 | 827 |
| nor2b_1 | 10 | 8 |
-- logic make-up (layout without fill, tap and decap cells) --
logic type      count (synthesis)  count (layout)  share of synthesized area
simple gates                 2075            2075                      0.152
xor+xnor                       67              67                     0.0102
compound gates                381             381                     0.0504
fa+ha+maj                     814             814                      0.273
flops                         857             857                      0.300
mux                           836             836                      0.145
other cells                     1               1                  0.0000650
buf+inv                      1038            1034                     0.0682
-- worst reg2reg max path: cells and delay by family, from the launching register on --
family                   cells  cell delay [ns]
flip-flops                   1             0.42
adder cells (fa/ha/maj)     12             5.77
AND-OR/OR-AND               21             6.45
XOR/XNOR                     2             0.51
multiplexers                 5             1.67
buffers and inverters       10             1.52
AND/OR/NAND/NOR             20             6.60
-- routing by layer --
layer | wire length (um) | up-vias | global-route usage
li1 | - | 19277 | -
met1 | 64600 | 19421 | 0.322
met2 | 61400 | 882 | 0.306
met3 | 13900 | 163 | 0.0895
met4 | 2860 | 0 | 0.0347
met5 | 0 | - | 0
No activity file was given, so power comes from the tool's default toggle rates.
